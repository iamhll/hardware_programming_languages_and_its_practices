`/design/flow/config.mk`:
```
export PLATFORM = sky130hd
export DESIGN_NAME = adder
export DESIGN_NICKNAME = adder
export VERILOG_FILES = /design/flow/design.v
export SDC_FILE = /design/flow/constraint.sdc
export NUM_CORES = 4
export LEC_CHECK = 1
export CORE_AREA = 10 10 70 70
export DIE_AREA = 0 0 80 80
```
`/design/flow/constraint.sdc`:
```
current_design adder

set clk_period 1.0
set clk_io_pct 0.2

create_clock -name clk0 -period $clk_period [get_ports {clk}]

set non_clock_inputs [all_inputs -no_clocks]
set_input_delay [expr $clk_period * $clk_io_pct] -clock clk0 $non_clock_inputs
set_output_delay [expr $clk_period * $clk_io_pct] -clock clk0 [all_outputs]
```
`/design/flow/design.v`:
```
module adder(
  clk        ,
  rstn       ,
  val_i      ,
  dat_a_i    ,
  dat_b_i    ,
  val_o      ,
  dat_c_o
);
  localparam   DATA_WD                  = 'd8   ;
  input                                 clk     ;
  input                                 rstn    ;
  input                                 val_i   ;
  input      signed [DATA_WD  -1 :0]    dat_a_i ;
  input      signed [DATA_WD  -1 :0]    dat_b_i ;
  output reg                            val_o   ;
  output reg signed [DATA_WD+1-1 :0]    dat_c_o ;
  always @(posedge clk or negedge rstn ) begin
    if( !rstn ) begin
      val_o   <= 'd0 ;
      dat_c_o <= 'd0 ;
    end
    else begin
        val_o   <= val_i ;
      if( val_i ) begin
        dat_c_o <= dat_a_i + dat_b_i ;
      end
    end
  end
endmodule
```
`/design/flow/run.sh`:
```
#!/bin/bash
# OpenROAD 26Q1-2900-gdf79404cd8, Yosys 0.63+post, stock flow scripts
make -C /OpenROAD-flow-scripts/flow DESIGN_CONFIG=/design/flow/config.mk WORK_HOME=/design/flow/orfs finish
```
==> reports/qor.txt <==
status = finished, violations left
failing checks = negative setup slack
Cell Chain, Critical Path = buf_6, ha_4, fa_2, a21oi_2, o21bai_1, xor2_1, mux2_4
Cell variety after synth = 31
PortBufs = 28
Root Buffer = clkbuf_4
Fill cells = 327
dpl hpwl = 1718 µm
Fin Clk Skew = 0 ns
switching fraction of total power = 29.45%
CP max stage delay = 0.34 ns
pin count of the biggest net entering global routing = 11
clock share of power = 18.8%
Comb gate area = 636.9 µm²
HP Class = input pin to async pin
vias in the first global route = 762
CP endpoint kind = flop
f_max = 765.7 MHz
measured slew at the worst slew-check pin = 0.2894 ns
Seq share, synth = 34.48%
placed insts = 160
Post-Syn Area = 725.7 µm²
die area = 0.006400 mm²
Antenna Violating Nets Remaining = 0
die height = 80 µm
Slew headroom = 80.64%
ys flops = 10
share of post-route cells with drive strength above 1 = 51.24%
WL per Instance = 13.01 µm
Late-Pin Clk Latency = 0.26 ns
Max clock buf depth = 2
I/O pin count = 29
routed vias = 745
Synth Instances = 71
Top Layout Cells = buf_4 (21), buf_2 (11), dlygate4sd2_1 (11), dfrtp_1 (10), ha_4 (8)
CORE AREA = 0.003416 mm²
clock sink count = 10
worst ir drop on vdd = 0.0003365 V
clock-pin slew on the worst setup and hold paths = 0.07 ns
Logic pwr share = 46.4%
# Cells Yosys = 71
H-Tree Depth = 1
CP max FO = 2
YS chip area = 725.7 µm²
Final Setup Violations = 6
sequential share of power = 34.9%
net switching power = 427.8 µW
Die X = 80 µm
Pwr Density = 1078 mW/mm²
final slew viol count = 0
n_diodes = 0
GPL Wtd Cong = 0.8359
Crit-path slowest cell = fa_2
initial antenna violation count = 0
Non-Filler Instances = 167
vias per cell = 4.461
final period utilization = 130.6%
yosys warns = 1
Init Core Util = 21.25%
WP buf/inv = 1
TNS Setup = -1.267 ns
CTS tree = built
final hold vios = 0
Total Routing Usage GR = 6.779%
register area = 250.2 µm²
Setup WS post-layout = -0.3060 ns
total gr overflow = 0
RSZ-0062 raised after global routing = true
Crit Path Class = input pin to flop
WP data arrival = 1.45 ns
P&R area growth vs syn = 85.69%
Num CTS Buffers = 3
Crit path required time = 1.14 ns
num rows = 21
most numerous logic cell after layout = buf_4
# hold bufs at CTS = 0
Max Cap Viol = 0
Tmin final = 1.306 ns
syn avg cell area = 10.22 µm²
Top delay family on crit path = adder cells
DRC Markers = 0
crit path launch type = input pin
internal power = 1.025 mW
DRT iter0 DRCs = 24
Pleak = 0.5946 nW
first-pass GRT wire length = 3560 µm
wirelength, routed = 2172 µm
tally of OpenROAD warnings = 28
First-pass DRT Iterations = 4
==> final timing paths <==
| kind | startpoint | end | slack [ns] | cells after the start |
|---|---|---|---|---|
| hold / removal | rstn | dat_c_o[1]$_DFFE_PN0P_ | 0.23 | 2 |
| min in group clk0 | dat_a_i[0] | dat_c_o[0]$_DFFE_PN0P_ | 0.28 | 3 |
| max in group asynchronous | rstn | val_o$_DFF_PN0_ | 0.62 | 2 |
| setup / recovery | dat_b_i[0] | dat_c_o[4]$_DFFE_PN0P_ | -0.31 | 7 |
| setup reg to reg | dat_c_o[4]$_DFFE_PN0P_ | dat_c_o[4]$_DFFE_PN0P_ | 0.02 | 3 |
| hold reg to reg | dat_c_o[0]$_DFFE_PN0P_ | dat_c_o[0]$_DFFE_PN0P_ | 0.51 | 1 |
==> power groups by stage <==
stage	clock network, mW	registers [mW]	logic, mW
CTS	0.286	0.507	0.663
global route	0.306	0.514	0.746
finish	0.273	0.506	0.674
==> metrics by stage <==
stage	utilization, %	instance area, µm²	total power [mW]	setup slack (ns)	hold slack [ns]
6_report	39.45	1348	1.453	-0.3060	0.2287
5_1_grt	39.45	1348	1.567	-0.3460	0.2422
4_1_cts	38.61	1319	1.456	-0.3016	0.2297
3_5_place_dp	36.63	1251	1.161	-0.9714	0.4931
3_3_place_gp	36.63	1251	1.157	-0.9462	0.4917
2_1_floorplan	-	802.0	0.7847	-0.4541	-0.09559
==> synth_stat cells (all sizes together) <==
master,instances,area (µm²)
nand3,2,10.01
o21bai,2,15.01
fa,1,20.02
xnor2,1,8.760
a21oi,6,30.03
o311ai,1,8.760
mux2,3,33.78
o21a,2,16.27
xor2,1,8.760
o211ai,1,7.510
nand3b,4,30.03
nand2,6,22.52
inv,2,7.510
o32ai,1,8.760
nor2,4,15.01
dfrtp,10,250.2
o31ai,2,20.02
o211a,1,10.01
a21o,1,7.510
buf,2,16.26
o21ai,3,15.01
a211o,2,17.52
a211oi,3,27.52
ha,8,100.1
o2bb2ai,1,8.760
mux2i,1,10.01
==> area by class of cell <==
| class | instances | area share [%] |
|---|---|---|
| timing repair buffer | 49 | 27.67 |
| tap | 46 | 4.271 |
| sequential | 10 | 18.57 |
| clock buffer | 3 | 1.671 |
| multi-input combinational | 57 | 47.26 |
| inverter | 2 | 0.5571 |
==> what timing repair did <==
item                                    in CTS  in global routing
pin swaps                                   16                  6
resized                                     73                  7
setup buffers                                3                  1
endpoints found under the setup margin      19                 11
==> state kept, by name (all words and copies together) (netlist names) <==
name     cells
val_o        1
dat_c_o      9
==> routing by layer <==
metal	part of all wire, %	up-vias	global-route usage (%)
met5	0	-	0
met4	0	0	0.7042
met3	11	0	3.523
met2	45	26	10.67
met1	45	348	8.333
li1	-	371	-
==> cells by family (layout without fill, tap and decap cells) <==
| family | after synthesis | after routing | share of synthesized area, % |
|---|---|---|---|
| compound gates | 26 | 26 | 26.55 |
| xor+xnor | 2 | 2 | 2.414 |
| fa+ha+maj | 9 | 9 | 16.55 |
| buf+inv | 4 | 54 | 3.275 |
| flops | 10 | 10 | 34.48 |
| mux | 4 | 4 | 6.034 |
| simple gates | 16 | 16 | 10.69 |
Power is estimated from default activity; no workload was simulated.
