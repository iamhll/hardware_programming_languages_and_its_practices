==> flow/run.sh <==
#!/bin/bash
# OpenROAD 26Q1-2900-gdf79404cd8, Yosys 0.63+post, stock flow scripts
make -C /OpenROAD-flow-scripts/flow DESIGN_CONFIG=/design/flow/config.mk WORK_HOME=/design/flow/orfs finish
==> flow/constraint.sdc <==
current_design calc_add_knl

set clk_period 1.4
set clk_io_pct 0.2

create_clock -name clk0 -period $clk_period [get_ports {clk}]

set non_clock_inputs [all_inputs -no_clocks]
set_input_delay [expr $clk_period * $clk_io_pct] -clock clk0 $non_clock_inputs
set_output_delay [expr $clk_period * $clk_io_pct] -clock clk0 [all_outputs]
==> flow/design.v <==
`timescale 1ns/1ps
module calc_add_knl(
  clk                     ,
  rstn                    ,
  cfg_flg_saturation_i    ,
  val_i                   ,
  dat_a_i                 ,
  dat_b_i                 ,
  val_o                   ,
  dat_o
);
  localparam   DATA_WD                  = 'd16               ;
  localparam   DATA_MAX                 = $signed( { 1'b0, {(DATA_WD-'d1){1'b1}}
                                        } )                  ;
  localparam   DATA_MIN                 = $signed( { 1'b1, {(DATA_WD-'d1){1'b0}}
                                        } )                  ;
  input                                 clk                  ;
  input                                 rstn                 ;
  input                                 cfg_flg_saturation_i ;
  input                                 val_i                ;
  input      signed [DATA_WD  -1 :0]    dat_a_i              ;
  input      signed [DATA_WD  -1 :0]    dat_b_i              ;
  output reg                            val_o                ;
  output reg signed [DATA_WD  -1 :0]    dat_o                ;
  wire       signed [DATA_WD+1-1 :0]    dat_w                ;
  always @(posedge clk or negedge rstn ) begin
    if( !rstn ) begin
      val_o <= 'd0 ;
      dat_o <= 'd0 ;
    end
    else begin
        val_o <= val_i ;
      if( val_i ) begin
        dat_o <= !cfg_flg_saturation_i ? dat_w
               : ( dat_w > DATA_MAX )  ? DATA_MAX
               : ( dat_w < DATA_MIN )  ? DATA_MIN
               : dat_w
        ;
      end
    end
  end
  assign dat_w = dat_a_i + dat_b_i ;
endmodule
==> flow/config.mk <==
export PLATFORM = sky130hd
export DESIGN_NAME = calc_add_knl
export DESIGN_NICKNAME = calc_add_knl
export VERILOG_FILES = /design/flow/design.v
export SDC_FILE = /design/flow/constraint.sdc
export NUM_CORES = 4
export LEC_CHECK = 1
export CORE_AREA = 10 10 101 101
export DIE_AREA = 0 0 111 111
==> impl.org <==
#+TITLE: Physical design notes

** Layout
- The area taken by multi-input combinational cells is reported as ~1500 um^2.
- The post-route utilization of the core is recorded as just over 40%.
- The filler cells instantiated in the layout total roughly 740.
- Compared with the post-synthesis result, the final layout area differs by 106%.
- The area taken by sequential standard cells is reported as roughly 430 um^2.
- The post-route netlist has between 40 and 50% of its cells at a drive strength greater than 1.

** Placement
- Per the placement log, port buffering inserted between 50 and 60 buffers.
- The wire-length estimate of the detail-placed layout is 4020 um.
- Final GP Congestion :: 0.844
- Setup WS pre-CTS :: -1.62 ns

** Synthesis
- By area the synthesized netlist is led by sky130_fd_sc_hd__dfrtp_1 (26%), sky130_fd_sc_hd__ha_1 (12%), sky130_fd_sc_hd__o2bb2ai_2 (9.3%).
- Ys Warns :: 1
- Cells after synthesis :: ~170
- For this run, the leading register cell type out of synthesis is sky130_fd_sc_hd__dfrtp_1.
- Cell taking the most area after synthesis :: sky130_fd_sc_hd__dfrtp_1
- Per the post-synthesis stats, the area per cell is 9.75 um^2.
- Summing every instance area after synthesis gives 1610 um^2.
- Number of standard cells reported by yosys :: about 170
- The synthesized design contains 17 register bits.
- Post-synthesis sequential area ratio :: between 20% and 30%
- Count of cell types in the netlist :: 46
- Max-area cell share :: around a quarter
- Yosys mapped a number of flops with a built-in enable equal to 0.
- Summed standard-cell area reported by yosys :: 1610 um^2
- Share of async-settable or async-resettable flops after synthesis :: approximately 100%

** Worst setup path
- Critical Path Source Type :: input port
- Crit path capture type :: flip-flop
- The signal on the critical path passes through buf_6 -> ha_4 -> fa_2 -> a211oi_4 -> nor3_2 -> or3_4 -> a21o_1 -> or2_4 -> o21ai_4 -> clkbuf_16 -> o2bb2ai_2.
- Number of cells on the worst reg-to-reg path :: 3
- Maximum fanout encountered on the critical timing path :: 6
- Type of the worst setup path :: input port to flip-flop
- The critical path runs through a total of 11 cells.
- In this design, the largest share of critical-path delay is due to simple AND/OR/NAND/NOR gates.
- Slowest cell delay on critical path :: approximately 0.38 ns
- Per the post-run analysis, buffers plus inverters along the critical path come to 2.
- CP max-delay cell :: sky130_fd_sc_hd__or3_4
- Critical path data required time :: between 1.5 and 2 ns
- Data arrival time at the worst-slack endpoint :: roughly 2.5 ns

** GRT
- GR met3 Demand/Resource :: 2.24%
- The first global-routing pass estimated between 8000 and 9000 um of wire.
- After global routing, the most crowded layer is met2.
- Initial antenna violation count :: 0
- Overall routing resource usage recorded by global route was 8.08%.
- Entering global routing, the biggest net connects 18 pins.
- Via count of the first global-routing pass :: around 1800
- Total grt overflow :: 0
- Met2 Usage GRT :: around an eighth
- Met1 Usage GRT :: about an eighth

** Die
- Die Y :: between 100 and 150 um
- Number of placed I/O pins :: between 50 and 60
- Initial core utilization :: between 10% and 20%
- Rows :: 33
- Die x size :: 111 um
- The chip occupies about 12000 um^2.
- The core region is roughly 8000 um^2.

** Clock tree
- TritonCTS clock tree :: done
- The longest clock path from root to sink contains 2 buffers.
- Clock tree synthesis found a total of 17 sinks.
- Clk Latency, worst-skew pair :: 0.25 ns
- CTS hold repair buffers :: 0
- Cts bufs inserted :: 3
- Clock-pin slew on the worst setup and hold paths :: 0.07 ns
- Per the CTS log, the maximum H-tree level is 1.
- CTS Root Buffer Type :: sky130_fd_sc_hd__clkbuf_8

** Route
- The count of nets left with antenna violations once routing finished came out at 0.
- Per the detail_route report, DRC violations left total 0.
- Routed WL :: 5520 um
- After detailed routing, the number of vias per cell comes to roughly 4.3.
- For this sky-water flow run, the detailed-routed wirelength per cell is reported as roughly 14 um.
- Total number of vias :: 1732
- Initial drt markers :: 28
- The repair_antennas step left the layout with diodes totalling 0.
- Detailed-router iteration count before antenna repair :: 4

** Status
- Outcome :: finished with violations
- The final reports fail on negative setup slack.

** Pwr
- Cell Pwr Density :: 772 nW/um^2
- The final power report lists total power as between 0.002 and 0.003 W.
- Net switching share of the total power :: around a third
- Looking at the power breakdown, combinational cells take between 50 and 60% of the total.
- The power report attributes to the sequential group a share of between 20% and 30%.
- Share of power burned in the clock network :: between 10% and 20%
- NetSw :: ~0.00084 W
- Maximum resistive drop on vdd :: ~600 uV
- The power report lists cell-internal power as approximately 0.0017 W.
- The analysis attributes to cell leakage a power of 1.63 nW.

** STA
- The pin closest to its max-slew limit shows a slew of about 0.34 ns.
- The flow reports an fmax of ~430 MHz.
- Clock Skew :: 0 ns
- The final report lists the setup-violating endpoint count as 16.
- Slew margin rel. :: approximately 77%
- Post-route clock period utilization :: 167%
- Count of final hold-check violations :: 0
- Final worst path period need :: 2.34 ns
- Max Slew Vio Count :: 0
- Setup repair after global routing missed its margin :: yes
- Crit path setup slack, layout :: -0.938 ns

** Run
- Count of maximum capacitance violations :: 0
- Total number of warnings across the stage logs :: 28

** Min path
- Checking hold timing, the worst path is listed with class input port to asynchronous set/reset pin.
-- worst register-to-register path, cell delays in order (launching register included) --
cell	delay, ns
sky130_fd_sc_hd__dfrtp_1	0.39
sky130_fd_sc_hd__buf_4	0.14
sky130_fd_sc_hd__buf_4	0.12
sky130_fd_sc_hd__o2bb2ai_2	0.10
-- Yosys cell counts (2+ instances only) --
master and number:
sky130_fd_sc_hd__o21ai_1 2, sky130_fd_sc_hd__and2_1 2, sky130_fd_sc_hd__clkbuf_1 2, sky130_fd_sc_hd__nor3_1 2, sky130_fd_sc_hd__a211oi_1 3, sky130_fd_sc_hd__xor2_1 6, sky130_fd_sc_hd__nor2_1 19, sky130_fd_sc_hd__o2bb2ai_2 10
sky130_fd_sc_hd__nand2b_1 3, sky130_fd_sc_hd__nand2_1 8, sky130_fd_sc_hd__ha_1 16, sky130_fd_sc_hd__o21ai_0 7, sky130_fd_sc_hd__o2bb2ai_1 3, sky130_fd_sc_hd__nand4_1 3, sky130_fd_sc_hd__o211ai_1 4, sky130_fd_sc_hd__dfrtp_1 17
sky130_fd_sc_hd__buf_6 3, sky130_fd_sc_hd__a21o_1 5, sky130_fd_sc_hd__xnor2_1 7, sky130_fd_sc_hd__o31ai_1 2, sky130_fd_sc_hd__a21oi_1 14, sky130_fd_sc_hd__a31oi_1 3
-- power groups by stage --
stage | Sequential (W) | Clock (W) | Combinational [W]
CTS | 0.000667 | 0.000375 | 0.00134
global route | 0.000676 | 0.000398 | 0.00168
finish | 0.000663 | 0.000364 | 0.00154
-- cells by family (layout without fill, tap and decap cells) --
| kind of cell | after synthesis | in the layout | share of synthesized area (%) |
|---|---|---|---|
| DFF | 17 | 17 | 26.4 |
| AOI/OAI and AO/OA | 61 | 61 | 31.8 |
| muxes | 1 | 1 | 0.622 |
| and+or+nand+nor | 48 | 48 | 16.4 |
| buffers and inverters | 8 | 139 | 3.97 |
| xor gates and xnor gates | 13 | 13 | 7.08 |
| adders and majority gates | 17 | 17 | 13.7 |
-- routing by layer --
layer | part of all wire [%] | vias to the layer above
met2 | 44 | 37
met1 | 50 | 807
met3 | 6.0 | 4
li1 | - | 884
met4 | 0.45 | 0
met5 | 0 | -
-- cells in the final DEF, fill, tap and decap left out, drive strengths merged, types with 3 or more instances in the layout --
master	n
buf	84
a31oi	3
dfrtp	17
dlygate4sd2	5
a211oi	4
clkdlybuf4s50	14
nand2	8
a21oi	14
o21ai	10
dlymetal6s2s	29
nand2b	3
o211ai	5
xnor2	7
ha	16
o2bb2ai	13
xor2	6
nand4	3
a21o	5
nor2	20
clkbuf	4
-- timing repair --
action                                  in CTS  in global routing
pin swaps                                   27                 31
cloned                                       1                  1
endpoints found under the setup margin      26                 27
resized                                     39                 68
setup buffers                               18                  9
-- final cells by class --
cell class	instances	share of cell area, %
multi-input combinational	140	44.0
timing repair buffer	133	37.6
sequential	17	12.8
tap	105	3.96
clock buffer	3	1.24
inverter	2	0.226
clock inverter	1	0.151
-- metrics by stage --
step | cell area [um^2] | setup TNS (ns) | std cells | hold WS [ns]
5_1_grt | 3320 | -15.58 | 401 | 0.375
3_5_place_dp | 2640 | -25.01 | 368 | 0.478
2_1_floorplan | 1630 | -15.05 | 165 | -0.0156
4_1_cts | 2920 | -17.52 | 391 | 0.352
3_3_place_gp | 2640 | -24.66 | 368 | 0.475
6_report | 3320 | -14.58 | 401 | 0.346
-- sequential cells by signal (all words and copies together), names as in the netlist --
name   flops
val_o      1
dat_o     16
-- final timing paths --
check / startpoint / end / slack (ns)
setup / recovery: dat_a_i[0] / dat_o[5] / -0.94
hold / removal: rstn / dat_o[2] / 0.35
setup reg to reg: dat_o[7] / dat_o[7] / 0.54
hold reg to reg: dat_o[13] / dat_o[13] / 0.51
max in group asynchronous: rstn / dat_o[11] / 0.87
min in group clk0: dat_b_i[0] / dat_o[0] / 0.42
Power is estimated from default activity; no workload was simulated.
